[./run.sh]
#!/bin/bash
# OpenROAD 26Q1-2900-gdf79404cd8, Yosys 0.63+post, stock flow scripts
make -C /OpenROAD-flow-scripts/flow DESIGN_CONFIG=/design/flow/config.mk WORK_HOME=/design/flow/orfs finish
[./config.mk]
export PLATFORM = sky130hd
export DESIGN_NAME = fifo
export DESIGN_NICKNAME = fifo
export VERILOG_FILES = /design/flow/design.v
export SDC_FILE = /design/flow/constraint.sdc
export NUM_CORES = 4
export LEC_CHECK = 1
export CORE_UTILIZATION = 50
[./constraint.sdc]
current_design fifo

set clk_period 6.0
set clk_io_pct 0.2

create_clock -name clk0 -period $clk_period [get_ports {clk}]

set non_clock_inputs [all_inputs -no_clocks]
set_input_delay [expr $clk_period * $clk_io_pct] -clock clk0 $non_clock_inputs
set_output_delay [expr $clk_period * $clk_io_pct] -clock clk0 [all_outputs]
[./design.v]
module fifo (input clk, rst, wr, rd, input [7:0] din, output reg [7:0] dout, output full, empty);
  reg [3:0] rptr = 0;
  reg [3:0] wptr = 0;
  reg [4:0] cnt = 0;
    reg [7:0] mem [15:0];
    always@(posedge clk) begin
        if (rst) begin
            wptr <= 0;
            rptr <= 0;
            cnt <= 0;
        end
        else if (rd && !empty) begin
            dout <= mem[rptr];
            rptr <= rptr + 1;
            cnt <= cnt - 1;
        end
        else if (wr && !full) begin
            mem[wptr] <= din;
            wptr <= wptr + 1;
            cnt <= cnt + 1;
        end
    end
    assign full = (cnt == 16) ? 1'b1 : 1'b0;
    assign empty = (cnt == 0) ? 1'b1 : 1'b0;
endmodule
interface fifo_if;
    logic clk, rst, wr, rd;
    logic [7:0] din, dout;
    logic full, empty;
endinterface 
==> metrics.yaml <==
worst_setup_path:
  cp-start-kind: "flop"
  cp.required_ns: 4.80
  crit_buf_inv: 1
  slowest_delay_ns: 0.74
  r2r-start: "cnt[0]"
  cp_top_family: "simple AND/OR/NAND/NOR gates"
  path_class: "flop to output pin"
  critical_path.startpoint: "cnt[0]"
  crit_fanout: 8
  cp_cell_sequence: "or4_1, nor2_1, clkdlybuf4s50_1"
  end_kind: "output pin"
  crit_arrival_ns: 2.12
  critPathSlowestCell: "or4_1"
sta:
  slew-limit-headroom_pct: 45.6
  rsz0062_at_grt: "no"
  worst_slew_pin_slew_ns: 0.814
  finalMaxSlewViolations: 0
  whs_ns: 0.558
  period_minus_slack_ns: 3.32
  period_used_pct: 55.4
  worst_slack_ns: 2.68
  setup_tns_ns: 0
  max_freq_ghz: 0.301
  setup_violations: 0
  fin_skew_ns: 0.00512
  finalHoldViolations: 0
placement:
  port_buffers: 21
  dp_hpwl_um: 7350
  pre_cts_slack_ns: 2.40
  place_congestion: 0.836
synth:
  synth_flops: 149
  synth.top_cell.area_share_pct: 68.2
  ys_seq_share_pct: 72.5
  ys_area_um2: 5990
  ys.flop_type: "edfxtp_1"
  ys_cells: 327
  largest_area_cell: "edfxtp_1"
  synth_top_cell_by_count: "edfxtp_1"
  synth.distinct_cells: 43
  synthArstFlopShare_pct: 0
  syn_area_um2: 5990
  edf_count: 136
  top_cells_by_area: "edfxtp_1 (68%), mux4_2 (12%), dfxtp_1 (4.3%)"
  syn_inst: 327
  synthTopCellsByCount: "edfxtp_1 (136), mux4_2 (32), nor2_1 (29)"
  synth_area_per_cell_um2: 18.3
  yosys_warnings: 1
die:
  die_h_um: 111
  rows: 39
  io-pin-count: 22
  die_w_um: 111
  core_um2: 11600
  dieArea_um2: 12400
  fp_util_pct: 51.8
worst_hold_path:
  hp-class: "flop to flop"
  min-delay-start: "cnt[3]"
global_routing:
  grt_pass1_wl_um: 17600
  grt.overflow.total: 0
  grt_max_degree: 36
  track_usage_pct: 21.9
  grt_pass1_vias: 3128
  antenna_found_initial: 0
detailed_routing:
  via_count: 3010
  ant_nets: 0
  drt_iter0_drc: 202
  firstDrtPassIters: 25
  detail_route.wl_per_cell_um: 22.8
  num_antenna_cells: 0
  drt-total-wl_um: 11600
  drcViolationCount: 0
  avgViaCountPerCell: 5.91
  wl_met3_um: 1590
  wl_met2_um: 5450
  dr.max_layer_used: "met4"
  wl_met1_um: 4460
clocking:
  clockBufferDepth: 2
  cts.sinks: 149
  clk_pin_slew_ns: 0.06
  cts_buffers: 17
  cts_tree: "done"
  htree_num_levels: 4
  insertion_delay_ns: 0.41
  cts_resized: 0
  cts_hold_buf: 0
  clock-root-buffer: "clkbuf_16"
  post_cts_buffers: 0
pwr:
  p_per_area_nw_per_um2: 409
  ir_worst_vdd_v: 0.000250
  totalPowerFinal_mw: 2.83
  cellLeakagePower_nw: 2.22
cells_and_area:
  utilization_pct: 59.8
  fill_cells: 809
  drive_above_1_share_pct: 21.0
  area_growth_pct: 15.4
outcome:
  status: "complete, no violations"
job:
  warnings: 28
  cap_violations: 0
flip-flops by register name (all words and copies together) (netlist names):
signal	cells
cnt	5
dout	8
mem	128
rptr	4
wptr	4
cell type report:
| cell class | instances | area, µm² | area share, % |
|---|---|---|---|
| tap | 143 | 179 | 2.59 |
| multi-input combinational | 155 | 1540 | 22.3 |
| inverter | 6 | 22.5 | 0.326 |
| timing repair buffer | 24 | 233 | 3.37 |
| sequential | 149 | 4350 | 62.9 |
| clock buffer | 18 | 429 | 6.21 |
| clock inverter | 14 | 160 | 2.32 |
layer usage:
| metal | up-vias | track usage, % |
|---|---|---|
| li1 | 1359 | - |
| met1 | 1493 | 32.6 |
| met2 | 149 | 30.8 |
| met3 | 9 | 14.8 |
| met4 | 0 | 2.16 |
| met5 | - | 2.35 |
logic make-up after synthesis:
| logic type | share of synthesized area, % |
|---|---|
| multiplexers | 13.3 |
| AND/OR/NAND/NOR | 5.62 |
| XOR/XNOR | 0.585 |
| adder cells (fa/ha/maj) | 2.01 |
| AND-OR/OR-AND | 4.30 |
| buffers and inverters | 1.67 |
| flip-flops | 72.5 |
path summary, 6_finish.rpt:
path | depth (start not counted) | slack (ns) | endpoint
max | 3 | 2.68 | full
min | 2 | 0.56 | cnt[3]
max reg2reg | 8 | 3.14 | cnt[4]
min reg2reg | 2 | 0.56 | cnt[3]
worst min-delay path: stages, from the launching register on:
cell and delay, ns:
dfxtp_1 0.34, nand4b_1 0.11, o41ai_1 0.07
layout by cell type, fill, tap and decap left out, drive strengths merged, types with 2 or more instances in the layout:
cell	n
and3	3
clkdlybuf4s50	21
nor2b	6
nand3	7
mux2	3
nor2	29
xor2	3
bufinv	3
nand2	15
dfxtp	13
ha	8
mux4	32
mux2i	2
nand4b	2
inv	7
and2	2
o211ai	2
clkinv	8
a21o	2
a22oi	16
clkbuf	18
buf	3
clkinvlp	2
o41ai	2
o21ai	3
a21oi	6
edfxtp	136
report_power, final:
group,total [mW],switching [mW],internal [mW]
Combinational,0.561,0.288,0.273
Clock,1.04,0.391,0.650
Sequential,1.23,0.0380,1.19
Total,2.83,0.717,2.11
metrics by stage:
step | area, µm² | instances
after global routing | 6910 | 509
after floorplan | 5990 | 327
final | 6910 | 509
after global placement | 6320 | 477
after detailed placement | 6320 | 477
after CTS | 6910 | 509
Power and IR drop assume default switching activity.
